**flow/config.mk**
```make
export PLATFORM = sky130hd
export DESIGN_NAME = mux21_64
export DESIGN_NICKNAME = mux21_64
export VERILOG_FILES = /design/flow/design.v
export SDC_FILE = /design/flow/constraint.sdc
export NUM_CORES = 4
export LEC_CHECK = 1
export CORE_AREA = 10 10 84 84
export DIE_AREA = 0 0 94 94
```
**flow/constraint.sdc**
```tcl
current_design mux21_64

set clk_period 1.0
set clk_io_pct 0.2

create_clock -name clk0 -period $clk_period

set non_clock_inputs [all_inputs -no_clocks]
set_input_delay [expr $clk_period * $clk_io_pct] -clock clk0 $non_clock_inputs
set_output_delay [expr $clk_period * $clk_io_pct] -clock clk0 [all_outputs]
```
**flow/design.v**
```verilog
module mux21_64(a , b, s, y);
    input [63:0]a, b;
    input s;
    output [63:0] y;
    assign y = s ? b : a;
endmodule
```
**flow/run.sh**
```bash
#!/bin/bash
# OpenROAD 26Q1-2900-gdf79404cd8, Yosys 0.63+post, stock flow scripts
make -C /OpenROAD-flow-scripts/flow DESIGN_CONFIG=/design/flow/config.mk WORK_HOME=/design/flow/orfs finish
```
==> impl_metrics.json <==
{
  "slowest_delay_ns": 0.30,
  "rsz0062_at_grt": "yes",
  "setup_violations": 64,
  "worstPathMaxFanout": 7,
  "ys_top_logic_family": "multiplexers",
  "antenna_cells": 0,
  "gp_congestion": 0.8632,
  "clkbuf_count": 0,
  "ys_sh_xor_pct": 0,
  "switchingPower_uw": 298.2,
  "vias": 1365,
  "crit_slowest_cell": "mux2_4",
  "die_height_um": 94,
  "grt_max_degree": 9,
  "drv.max_cap_violation_count": 0,
  "post_dp_cell_area_um2": 3073,
  "layout-drive-gt1-share_pct": 52.59,
  "pwr-share-seq_pct": 0,
  "yosysCellCount": 71,
  "fp-utilization_pct": 20.70,
  "core_um2": 5205,
  "vias_per_cell": 4.015,
  "peakVddDrop_v": 0.0002013,
  "post-route-period-util_pct": 109.3,
  "yosys_area_um2": 1077,
  "crit_start": "s",
  "power_frac_comb_pct": 100.0,
  "switching_share_pct": 23.43,
  "dp_hpwl_um": 6192,
  "layout_top_cell": "dlygate4sd2_1",
  "grt_usage_pct": 14.25,
  "arrival_ns": 0.89,
  "ys_sh_adder_pct": 0,
  "simple_gate_area_share_pct": 0,
  "drcViolationCount": 0,
  "hold_viol": 0,
  "layout.cells.non_filler": 340,
  "failed_checks": "setup timing",
  "cp.buffers_inverters": 3,
  "fin_ws_ns": -0.09308,
  "worstSetupEndpoint": "y[60]",
  "p_total_uw": 1273,
  "dieArea_um2": 8836,
  "drt_iter0_drc": 7,
  "area_delta_synth_final_pct": 189.5,
  "path_delay_family": "buffers and inverters",
  "final_cell_area_um2": 3119,
  "rows": 26,
  "netlist_area_um2": 1077,
  "hold_class": "input pin to primary output",
  "clock_power_share_pct": 0,
  "final_layout_top_logic_cells": "dlygate4sd2_1 (128), mux2_4 (64), buf_6 (55)",
  "yosys.stat.seqShare_pct": 0,
  "antenna_found_initial": 0,
  "seq_area_um2": 0,
  "ant_nets": 0,
  "first_global_vias": 1572,
  "routedWlPerCell_um": 20.11,
  "post-place-cells": 335,
  "tightest_slew_ns": 0.08498,
  "maxSlewHeadroom_pct": 94.33,
  "report.final.slew_viol_count": 0,
  "crit_required_ns": 0.80,
  "warning_count": 35,
  "synth_warnings": 0,
  "grt_pass1_wl_um": 9577,
  "wirelength_um": 6836,
  "powerDensity_nw_per_um2": 408.1,
  "status": "complete, but fails checks",
  "dr.pass1.iters": 2,
  "ys_types": 4,
  "crit_chain": "buf_16, buf_16, mux2_4, buf_6",
  "grt_overflow": 0,
  "design.seq.count": 0,
  "critical_path_cell_count": 4,
  "synthMuxAreaShare_pct": 87.80,
  "holdBufCountCts": 0,
  "syn_avg_cell_area_um2": 15.17,
  "start_kind": "input pin",
  "aoi_share_pct": 0,
  "internal_power_uw": 974.7,
  "pin_count": 193,
  "die_w_um": 94,
  "fin_crit_ns": 1.093,
  "max_freq_mhz": 914.8,
  "crit_top_cell": "buf_16",
  "p_leak_uw": 0.001703,
  "crit_path_end_kind": "primary output",
  "portBuffers": 193,
  "crit_type": "input pin to primary output",
  "synthCells": 71
}
## synthesized netlist by cell type (all sizes together)
cell   n  area share (%)
buf    7              12
mux2  64              88
## kinds of logic (layout without fill, tap and decap cells)
logic type,after synthesis,count (layout)
buffers and inverters,7,206
multiplexers,64,64
## power groups by stage
stage	clock (uW)	sequential, uW	combinational (uW)
after CTS	0	0	1260
after global routing	0	0	1360
final	0	0	1270
## metrics by stage
step                TNS, ns  setup slack, ns  util (%)  hold WS, ns
floorplan                 0         0.002550         -       0.4977
global placement     -33.11          -0.5473     59.04        1.358
detailed placement   -33.23          -0.5480     59.04        1.356
CTS                  -5.480         -0.09902     58.77       0.8006
global route         -6.141          -0.1127     59.93       0.8037
finish               -5.150         -0.09308     59.93       0.7963
## what timing repair did
| item | 4_1_cts | 5_1_grt |
|---|---|---|
| resized | 398 | 10 |
| endpoints found under the setup margin | 64 | 64 |
| gates cloned | 5 | 0 |
| buffers inserted | 0 | 0 |
| pin swaps | 0 | 0 |
## metal layers
layer / wire length (um) / vias to the layer above / GRT usage [%]
li1: - / 674 / -
met1: 2170 / 614 / 13.85
met2: 3917 / 75 / 28.11
met3: 723 / 2 / 6.220
met4: 24 / 0 / 0.5063
met5: 0 / - / 0
## how the worst min path moves through the flow
stage	slack [ns]	from	cells after the start	to
final	0.80	a[51]	3	y[51]
after CTS	0.80	a[51]	3	y[51]
after global routing	0.80	a[51]	3	y[51]
## cell type report
type,instances,area (um2)
repair buffers,206,2071
well taps,70,87.58
multi-input cells,64,960.9
fillers,486,2086
Power is estimated from default activity; no workload was simulated.
