$ cat /design/flow/config.mk
export PLATFORM = sky130hd
export DESIGN_NAME = decoder
export DESIGN_NICKNAME = decoder
export VERILOG_FILES = /design/flow/design.v
export SDC_FILE = /design/flow/constraint.sdc
export NUM_CORES = 4
export LEC_CHECK = 1
export CORE_AREA = 10 10 70 70
export DIE_AREA = 0 0 80 80
$ cat /design/flow/design.v
module decoder(a, b, c, d, o);
    input wire a, b, c, d;
    output wire [15:0] o;
    assign o[0] = !a & !b & !c & !d; 
    assign o[1] = !a & !b & !c & d; 
    assign o[2] = !a & !b & c & !d; 
    assign o[3] = !a & !b & c & d; 
    assign o[4] = !a & b & !c & !d; 
    assign o[5] = !a & b & !c & d; 
    assign o[6] = !a & b & c & !d; 
    assign o[7] = !a & b & c & d; 
    assign o[8] = a & !b & !c & !d; 
    assign o[9] = a & !b & !c & d; 
    assign o[10] = a & !b & c & !d; 
    assign o[11] = a & !b & c & d; 
    assign o[12] = a & b & !c & !d; 
    assign o[13] = a & b & !c & d; 
    assign o[14] = a & b & c & !d; 
    assign o[15] = a & b & c & d; 
endmodule
$ cat /design/flow/constraint.sdc
current_design decoder

set clk_period 1.0
set clk_io_pct 0.2

create_clock -name clk0 -period $clk_period

set non_clock_inputs [all_inputs -no_clocks]
set_input_delay [expr $clk_period * $clk_io_pct] -clock clk0 $non_clock_inputs
set_output_delay [expr $clk_period * $clk_io_pct] -clock clk0 [all_outputs]
$ cat /design/flow/run.sh
#!/bin/bash
# OpenROAD 26Q1-2900-gdf79404cd8, Yosys 0.63+post, stock flow scripts
make -C /OpenROAD-flow-scripts/flow DESIGN_CONFIG=/design/flow/config.mk WORK_HOME=/design/flow/orfs finish
==> results.yml <==
# physical design summary
run_status:
  status: "finished, violations left"
  violations: "negative setup slack"
drt:
  drt-wirelength-per-cell_um: 11.1
  dr.pass1.iters: 2
  diodes: 0
  vias: 311
  drt-initial-drc-count: 2
  drcViolationCount: 0
  drt.antenna.violating_nets: 0
  drt-total-wl_um: 1110
  vias_per_cell: 3.11
setup_path:
  critPathCaptureType: "output pin"
  critPathLaunchType: "input pin"
  critPathMaxStageDelay_ns: 0.24
  cp_slowest_cell: "nor4_4"
  worst-path-stages: 5
  cp_cell_sequence: "buf_8, buf_6, buf_8, nor4_4, buf_2"
  crit_path_frequent_cell: "buf_8"
  worst-path-buf-inv: 4
  crit_family: "buffers and inverters"
  arrival_ns: 0.93
  path_class: "input pin to output pin"
  cp.required_ns: 0.80
  cp_max_fo: 5
global_routing:
  grt-ovfl-total: 0
  grt_pass1_vias: 300
  grt_pass1_wl_um: 1640
  grt_max_degree: 9
  antenna_found_initial: 0
  track_usage: 0.0309
synth:
  postSynthSeqShare: 0
  syn-cell-area_sq_um: 231
  yosysWarningCount: 0
  ys_cells: 20
  yosysTopAreaCellShare: 0.259
  synthCells: 20
  topCellsByArea: "nor4b_2 (26%), and4bb_1 (22%), and4b_1 (17%)"
  ys_chip_area_sq_um: 231
  netlist-cell-type-count: 9
  yosysTopAreaCell: "nor4b_2"
  syn_avg_cell_area_sq_um: 11.6
place:
  gp_congestion: 0.684
  place_area_sq_um: 504
  dpl.hpwl_um: 765
  port_buffers: 20
  place_ws_ns: -0.847
finish:
  logic_area_sq_um: 235
  area_delta_synth_final_pct: 172
  post-route-util: 0.184
  flop_area_sq_um: 0
  fillCellCount: 377
  drive_gt1_frac: 0.833
  design_area_sq_um: 629
  seq_cells: 0
  n_clock_buffer: 0
final_timing:
  fin_setup_tns_ns: -0.846
  setup_viol: 12
  fmax_mhz: 886
  post-route-period-util: 1.13
  finalMaxSlewViolations: 0
  hold_viol_final: 0
  maxSlewHeadroom: 0.868
  tightest_slew_ns: 0.197
  min_period_ns: 1.13
  grt_setup_unrepaired: "true"
  setup_ws_ns: -0.129
pwr:
  power_density_nw_per_um2: 314
  p_leak_nw: 0.316
  peakVddDrop_mv: 0.0578
flow_run:
  warnings: 34
  max_cap_violations: 0
clock_tree:
  postCtsHoldBufs: 0
floorplanning:
  ios: 20
  core-area_sq_um: 3420
  dieArea_sq_um: 6400
  die-width_um: 80
  die_y_um: 80
  fp_util: 0.0678
  fp-row-count: 21
min_path:
  hold_path_depth: 3
  hp-class: "input pin to output pin"
## cells in the final DEF (no fill, tap or decap)
| cell | n |
|---|---|
| nor4b_4 | 2 |
| and4bb_1 | 4 |
| buf_8 | 4 |
| nor4_4 | 1 |
| buf_4 | 4 |
| nor4b_2 | 2 |
| buf_2 | 16 |
| nor4bb_4 | 1 |
| buf_6 | 13 |
| buf_12 | 1 |
| and4b_1 | 4 |
| and4_1 | 1 |
| and4bb_2 | 1 |
## area by class of cell
type	count	share of cell area
multi-input combinational	16	0.374
timing repair buffer	38	0.535
tap	46	0.0915
## Yosys cell counts
master,number
and4b_1,4
buf_4,2
nor4_2,1
nor4b_2,4
and4bb_1,4
buf_6,2
and4bb_2,1
and4_1,1
nor4bb_1,1
## stage by stage
stage | power (W) | hold slack [ns] | std cells
global route | 0.000213 | 0.661 | 100
floorplan | 0.0000530 | 0.413 | 20
global placement | 0.000123 | 1.42 | 89
detailed placement | 0.000125 | 1.41 | 89
finish | 0.000198 | 0.643 | 100
CTS | 0.000180 | 0.644 | 98
## worst min-delay path, stage by stage
cell and delay (ns):
buf_8 0.09, nor4bb_4 0.04, buf_2 0.11
## kinds of logic (layout without fill, tap and decap cells)
| group | after synthesis | count (layout) | synth area share |
|---|---|---|---|
| buffers and inverters | 4 | 38 | 0.162 |
| AND/OR/NAND/NOR | 16 | 16 | 0.838 |
## worst paths after layout
| path | from | end | slack (ns) |
|---|---|---|---|
| worst max-delay path | d | o[0] | -0.13 |
| worst min-delay path | d | o[12] | 0.64 |
## power by group
group / switching, W / internal, W / total (W)
combinational: 0.0000696 / 0.000128 / 0.000198
sequential: 0 / 0 / 0
clock: 0 / 0 / 0
total: 0.0000696 / 0.000128 / 0.000198
## layer usage
layer  share of wire  wire (um)  global-route usage
met3            0.18        206              0.0216
met5               0          0                   0
met4               0          0                   0
met1            0.47        524              0.0422
met2            0.34        383              0.0409
## what timing repair did
action / 4_1_cts / 5_1_grt
gates cloned: 2 / 0
setup endpoints to repair: 16 / 15
gates resized: 92 / 5
pin swaps: 10 / 6
buffers inserted: 7 / 3
Power and IR drop assume default switching activity.
